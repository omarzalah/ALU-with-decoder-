<file path="run.sh">
#!/bin/bash
# OpenROAD 26Q1-2900-gdf79404cd8, Yosys 0.63+post, stock flow scripts
make -C /OpenROAD-flow-scripts/flow DESIGN_CONFIG=/design/flow/config.mk WORK_HOME=/design/flow/orfs finish
</file>
<file path="config.mk">
export PLATFORM = sky130hd
export DESIGN_NAME = ALU_TOP
export DESIGN_NICKNAME = ALU_TOP
export VERILOG_FILES = /design/flow/design.v
export SDC_FILE = /design/flow/constraint.sdc
export NUM_CORES = 4
export LEC_CHECK = 1
export CORE_UTILIZATION = 40
</file>
<file path="constraint.sdc">
current_design ALU_TOP

set clk_period 1.0
set clk_io_pct 0.2

create_clock -name clk0 -period $clk_period [get_ports {CLK}]

set non_clock_inputs [all_inputs -no_clocks]
set_input_delay [expr $clk_period * $clk_io_pct] -clock clk0 $non_clock_inputs
set_output_delay [expr $clk_period * $clk_io_pct] -clock clk0 [all_outputs]
</file>
<file path="design.v">
module ALU_TOP 
  #(parameter INDATA_WIDTH=16,
              Arithmatic_width=INDATA_WIDTH+INDATA_WIDTH,
              Logic_Width= INDATA_WIDTH,
              Shift_Width=INDATA_WIDTH,
              CMP_Width=3
  )
(
input wire [INDATA_WIDTH-1:0]           A,
input wire [INDATA_WIDTH-1:0]           B,
input wire [3:0]                        ALU_FUN,
input wire                              CLK,
input wire                              RST,
output wire [Arithmatic_width-1:0]      Arith_OUT,
output wire [Logic_Width-1:0]           Logic_OUT,
output wire [Shift_Width-1:0]           Shift_OUT,
output wire [CMP_Width-1:0]             CMP_OUT,
output wire                             Arith_FLAG,
output wire                             Carry_OUT,
output wire                             Logic_FLAG,
output wire                             Shift_FLAG,
output wire                             CMP_FLAG
);
wire                  Arith_enable ;
wire                  Logic_enable ;
wire                  Shift_enable ;
wire                  CMP_enable ;
Decoder mapping_Decoder(
.IN(ALU_FUN[3:2]),
.OUT({Shift_enable,CMP_enable,Logic_enable,Arith_enable})
);
ARITHMATIC_UNIT #(.IN_DATA_WIDTH(INDATA_WIDTH),.OUT_DATA_WIDTH(Arithmatic_width))mapping_Arith
(
.A(A),
.B(B),
.ALU_FUN(ALU_FUN[1:0]),
.Clk(CLK),
.RST(RST),
.Arithmaitc_Enable(Arith_enable),
.Arith_out(Arith_OUT),
.Arith_Flag(Arith_FLAG),
.Carry_out(Carry_OUT)
);
LOGIC_UNIT #(.IN_DATA_WIDTH(INDATA_WIDTH),.OUT_DATA_WIDTH(Logic_Width))mapping_Logic
(
.A(A),
.B(B),
.ALU_FUN(ALU_FUN[1:0]),
.Clk(CLK),
.RST(RST),
.LOGIC_Enable(Logic_enable),
.LOGICAL_out(Logic_OUT),
.LOGICAL_Flag(Logic_FLAG)
);
SHIFT_UNIT  #(.IN_DATA_WIDTH(INDATA_WIDTH),.OUT_DATA_WIDTH(Shift_Width))mapping_Shift
(
.A(A),
.B(B),
.ALU_FUN(ALU_FUN[1:0]),
.Clk(CLK),
.RST(RST),
.SHIFT_Enable(Shift_enable),
.SHIFT_OUT(Shift_OUT),
.SHIFT_FLAG(Shift_FLAG)
);
CMP_UNIT #(.IN_DATA_WIDTH(INDATA_WIDTH),.OUT_DATA_WIDTH(CMP_Width))mapping_Cmp
(
.A(A),
.B(B),
.ALU_FUN(ALU_FUN[1:0]),
.Clk(CLK),
.RST(RST),
.CMP_Enable(CMP_enable),
.CMP_out(CMP_OUT),
.CMP_Flag(CMP_FLAG)
);
endmodule
module ARITHMATIC_UNIT
  #(parameter IN_DATA_WIDTH= 16,
              OUT_DATA_WIDTH=16
  )
  (
  input wire      [IN_DATA_WIDTH-1:0]        A,
  input wire      [IN_DATA_WIDTH-1:0]        B,
  input wire      [1:0]                      ALU_FUN,
  input wire                                 Clk,
  input wire                                 RST,
  input wire                                 Arithmaitc_Enable,
  output reg     [OUT_DATA_WIDTH-1:0]       Arith_out,
  output reg                                Arith_Flag,
  output reg                                Carry_out
  );
   reg     [OUT_DATA_WIDTH-1:0]       Arith_out_signal;
   reg     [1:0]                      Arith_Flag_signal;
   wire                              Carry_out_signal;
always@(posedge Clk or negedge RST)
begin
  if(!RST)
    begin
      Arith_out<=0;
      Arith_Flag<=0;
      Carry_out<=0;
    end
  else 
    begin
     Arith_out<=Arith_out_signal;
     Arith_Flag<=Arith_Flag_signal;
     Carry_out<=Carry_out_signal;
    end
end
always@(*)
begin
  Arith_out_signal=16'b0;
  Arith_Flag_signal=1'b0;
  if(Arithmaitc_Enable)
    begin
      case(ALU_FUN)
        2'b00:begin
          Arith_out_signal=A+B;
            Arith_Flag_signal=1'b1;
        end
        2'b01:begin
          Arith_out_signal=A-B;
            Arith_Flag_signal=1'b1;
        end
        2'b10:begin
          Arith_out_signal=A*B;
            Arith_Flag_signal=1'b1;
        end
        2'b11:begin
          Arith_out_signal=A/B;
            Arith_Flag_signal=1'b1;
        end   
    endcase
    end
    else
      begin
        Arith_out_signal=16'b0;
        Arith_Flag_signal=1'b0;
      end
end
assign  Carry_out_signal= Arith_out_signal[IN_DATA_WIDTH];
endmodule
module CMP_UNIT 
  #(parameter IN_DATA_WIDTH= 16,
              OUT_DATA_WIDTH=16
  )
    (
  input wire      [IN_DATA_WIDTH-1:0]        A,
  input wire      [IN_DATA_WIDTH-1:0]        B,
  input wire      [1:0]                      ALU_FUN,
  input wire                                 Clk,
  input wire                                 RST,
  input wire                                 CMP_Enable,
  output reg     [OUT_DATA_WIDTH-1:0]        CMP_out,
  output reg                                 CMP_Flag
  );
  reg [OUT_DATA_WIDTH-1:0]        CMP_out_signal;
  reg                             CMP_Flag_siganl;
  always@(posedge Clk or negedge RST)
  begin
    if(!RST)
      begin
        CMP_out<=16'b0;
        CMP_Flag<=1'b0; 
      end
    else
      begin
      CMP_out<=CMP_out_signal;
      CMP_Flag<=CMP_Flag_siganl;
      end
  end
  always@(*)
  begin
    CMP_Flag_siganl=1'b0;
    CMP_out_signal=16'b0;
    if(CMP_Enable)
      begin
        case(ALU_FUN)
           2'b00 : begin
              CMP_out_signal = 16'b0  ;
              CMP_Flag_siganl = 1'b1 ;              
		               end
           2'b01 : begin
              CMP_Flag_siganl = 1'b1 ;  
              if (A==B)
                CMP_out_signal = 16'b1;
              else
                CMP_out_signal = 16'b0;			  
		               end
          2'b10 : begin
              CMP_Flag_siganl = 1'b1 ;  
              if (A>B)
                CMP_out_signal = 16'b10;
              else
                CMP_out_signal = 16'b0;			  
		              end
          2'b11 : begin
              CMP_Flag_siganl = 1'b1 ; 
              if (A<B)
                CMP_out_signal = 16'b11;
              else
                CMP_out_signal = 16'b0;			  
		              end
		         endcase
		     end
		   else
		     begin
		        CMP_Flag_siganl=1'b0;
            CMP_out_signal=16'b0;
		       end
		end
		endmodule
module Decoder (
input  wire [1:0] IN ,
output reg  [3:0] OUT
);
always @(*)
  begin
  OUT = 4'b0000 ;
    case (IN)
     2'b00 : OUT = 4'b0001 ;
     2'b01 : OUT = 4'b0010 ;          
     2'b10 : OUT = 4'b0100 ;     
     2'b11 : OUT = 4'b1000 ;     
   endcase
 end 
 endmodule
module LOGIC_UNIT
   #(parameter IN_DATA_WIDTH= 16,
              OUT_DATA_WIDTH=16
  )
  (
  input wire      [IN_DATA_WIDTH-1:0]        A,
  input wire      [IN_DATA_WIDTH-1:0]        B,
  input wire      [1:0]                      ALU_FUN,
  input wire                                 Clk,
  input wire                                 RST,
  input wire                                 LOGIC_Enable,
  output reg     [OUT_DATA_WIDTH-1:0]        LOGICAL_out,
  output reg                                 LOGICAL_Flag
  );
  reg [OUT_DATA_WIDTH-1:0]        LOGICAL_out_signal;
  reg                             LOGICAL_Flag_siganl;
  always@(posedge Clk or negedge RST)
  begin
    if(!RST)
      begin
      LOGICAL_out<=16'b0;
      LOGICAL_Flag<=1'b0;
      end
    else
      begin
      LOGICAL_out<=LOGICAL_out_signal;
      LOGICAL_Flag<=LOGICAL_Flag_siganl;
      end
  end
  always@(*)
  begin
    LOGICAL_Flag_siganl=1'b0;
    LOGICAL_out_signal=16'b0;
    if(LOGIC_Enable)
      begin
        case(ALU_FUN)
           2'b00 : begin
              LOGICAL_out_signal = A & B ;
              LOGICAL_Flag_siganl = 1'b1 ;              
		      end
          2'b01 : begin
              LOGICAL_out_signal = A | B ;
              LOGICAL_Flag_siganl = 1'b1 ;           
		      end
         2'b10 : begin
              LOGICAL_out_signal = ~(A & B) ;
              LOGICAL_Flag_siganl = 1'b1 ;           
		      end
         2'b11 : begin
              LOGICAL_out_signal = ~(A | B) ;
              LOGICAL_Flag_siganl = 1'b1 ;           
		      end
		    endcase
		   end
		   else
		     begin
		        LOGICAL_Flag_siganl=1'b0;
            LOGICAL_out_signal=16'b0;
		       end
		end
		endmodule
module SHIFT_UNIT  
   #(parameter IN_DATA_WIDTH= 16,
              OUT_DATA_WIDTH=16
  )
  (
  input wire      [IN_DATA_WIDTH-1:0]        A,
  input wire      [IN_DATA_WIDTH-1:0]        B,
  input wire      [1:0]                      ALU_FUN,
  input wire                                 Clk,
  input wire                                 RST,
  input wire                                 SHIFT_Enable,
  output reg     [OUT_DATA_WIDTH-1:0]        SHIFT_OUT,
  output reg                                 SHIFT_FLAG
  );
  reg [OUT_DATA_WIDTH-1:0]        SHIFT_OUT_SIGNAL;
  reg                             SHIFT_FLAG_SIGNAL;
  always@(posedge Clk or negedge RST)
  begin
    if(!RST)
      begin
        SHIFT_OUT<=16'b0;
        SHIFT_FLAG<=1'b0;
      end
    else
      begin
      SHIFT_OUT<=SHIFT_OUT_SIGNAL;
      SHIFT_FLAG<=SHIFT_FLAG_SIGNAL;
      end
  end
  always@(*)
  begin 
    SHIFT_OUT_SIGNAL = 1'b0 ;
    SHIFT_FLAG_SIGNAL = 1'b0 ;
	if(SHIFT_Enable)
      case (ALU_FUN)
      2'b00 : begin
              SHIFT_OUT_SIGNAL = A >> 1  ;
              SHIFT_FLAG_SIGNAL = 1'b1 ;              
		      end
      2'b01 : begin
              SHIFT_OUT_SIGNAL = A << 1 ;
              SHIFT_FLAG_SIGNAL = 1'b1 ;           
		      end
      2'b10 : begin
              SHIFT_OUT_SIGNAL = B >> 1 ;
              SHIFT_FLAG_SIGNAL = 1'b1 ;           
		      end
      2'b11 : begin
              SHIFT_OUT_SIGNAL = B << 1 ;
              SHIFT_FLAG_SIGNAL = 1'b1 ;           
		      end
      endcase
	else
	 begin
      SHIFT_OUT_SIGNAL = 1'b0 ;
      SHIFT_FLAG_SIGNAL = 1'b0 ;
     end
 end
 endmodule
</file>
==> impl_metrics.env <==
# implementation run metrics
export IMPL_critPathArrivalTime_ns=74.53
export IMPL_syn_cell_area_um2=34900
export IMPL_rows=107
export IMPL_rsz0062_at_grt="true"
export IMPL_grt_use_total_pct=31.8
export IMPL_vias=42400
export IMPL_firstDrtPassIters=5
export IMPL_cts_sinks=70
export IMPL_grt_overflow_total=0
export IMPL_drc=0
export IMPL_crit_slowest_cell="or4_4"
export IMPL_setup_ws_ns=-73.30
export IMPL_setup_violations=155
export IMPL_violations="negative setup slack"
export IMPL_root_buffer="clkbuf_16"
export IMPL_finalCritPeriodShare_pct=7430
export IMPL_cts_clk_slew_worst_paths_ns=0.06
export IMPL_htreeDepth=3
export IMPL_grt_pass1_vias=40300
export IMPL_first_iter_violations=2682
export IMPL_die_x_um=297
export IMPL_cp_required_ns=1.24
export IMPL_fill_cells=6485
export IMPL_antenna_found_initial=8
export IMPL_ff_type="dfrtp_1"
export IMPL_fin_hold_ws_ns=0.347
export IMPL_cts_tree="yes"
export IMPL_grt_pass1_wl_mm=219
export IMPL_synthTopCellsByArea="ha_1 20%, fa_1 11%, nor2_1 5.1%"
export IMPL_dp_final_hpwl_mm=108
export IMPL_drv_slew=0
export IMPL_grt_max_degree=48
export IMPL_antenna_left=0
export IMPL_numSynthFlops=70
export IMPL_relSlewSlack_pct=41.5
export IMPL_yosys_cells=4604
export IMPL_drive_gt1_share_pct=43.0
export IMPL_setup_worst_path_end_class="flop"
export IMPL_postSynthSeqShare_pct=5.02
export IMPL_fp_util_pct=40.7
export IMPL_fin_area_um2=57500
export IMPL_place_area_um2=50900
export IMPL_worst_pin_slew_ns=0.855
export IMPL_most_common_cell="ha_1"
export IMPL_gp_congestion=0.997
export IMPL_outcome="finished, violations left"
export IMPL_ys_chip_area_um2=34900
export IMPL_worst_hold_path_type="input port to flop"
export IMPL_critPathLaunchType="input port"
export IMPL_top_area_share_pct=19.6
export IMPL_critical_path_max_fanout=8
export IMPL_wirelength_mm=144
export IMPL_cts_buffers=9
export IMPL_yosys_area_top_type="ha_1"
export IMPL_yosys_warnings=5
export IMPL_io_pins=110
export IMPL_port_buffers=108
export IMPL_period_needed_ns=74.30
export IMPL_syn_avg_cell_area_um2=7.58
export IMPL_ys_top_cells_by_count="546 x ha_1, 478 x nor2_1, 475 x nand2_1, 345 x inv_1, 300 x a21oi_1"
export IMPL_drt_vias_per_instance=5.42
export IMPL_synth_cell_types=124
export IMPL_max_freq_mhz=13.5
export IMPL_cap_violations=0
export IMPL_routedWlPerCell_um=18.4
export IMPL_critPathMaxStageDelay_ns=0.56
export IMPL_hold_viol=0
export IMPL_crit_top_cell="o21a_1"
export IMPL_synthCells=4604
export IMPL_worstSetupPathType="input port to flop"
export IMPL_clk_path_buf_depth=2
export IMPL_areaGrowthSynthToFinish_pct=64.8
export IMPL_dieArea_um2=88400
export IMPL_edf_count=0
export IMPL_tool_warnings=63
export IMPL_fp_coreArea_um2=85800
export IMPL_synthArstFlopShare_pct=100
export IMPL_die_y_um=297
export IMPL_dp_slack_ns=-75.09
[critical path: cells and delay by family]
kind	cells	cell delay (ns)
AND-OR/OR-AND	217	39.81
AND/OR/NAND/NOR	102	14.38
buffers and inverters	89	11.21
adder cells (fa/ha/maj)	27	7.07
multiplexers	7	1.80
[path summary, 6_finish.rpt]
kind                       startpoint  cells after the start  slack (ns)                            to
max in group asynchronous         RST                      3       -0.03   mapping_Arith.Arith_out[17]
hold / removal             ALU_FUN[0]                      3        0.35   mapping_Shift.SHIFT_OUT[13]
setup / recovery                 B[7]                    442      -73.30    mapping_Arith.Arith_out[0]
min in group asynchronous         RST                      2        0.39  mapping_Logic.LOGICAL_out[5]
[placed cells by master (no fill, tap or decap), types with 62 or more instances in the layout]
| master | count |
|---|---|
| buf_4 | 1893 |
| o21ai_0 | 96 |
| nor3_1 | 204 |
| xor2_1 | 82 |
| dfrtp_1 | 67 |
| buf_6 | 108 |
| nor2_1 | 420 |
| fa_1 | 196 |
| a21o_1 | 90 |
| ha_1 | 467 |
| xnor2_1 | 182 |
| nand2_1 | 425 |
| o31ai_1 | 97 |
| a21oi_1 | 212 |
| mux2_2 | 62 |
| inv_1 | 321 |
| o21a_1 | 181 |
| a21oi_2 | 66 |
[registers in the layout, summed over array words and instances (netlist names)]
| signal | count |
|---|---|
| mapping_Shift.SHIFT_FLAG | 1 |
| mapping_Arith.Arith_Flag | 1 |
| mapping_Logic.LOGICAL_out | 16 |
| mapping_Cmp.CMP_out | 2 |
| mapping_Shift.SHIFT_OUT | 16 |
| mapping_Logic.LOGICAL_Flag | 1 |
| mapping_Arith.Arith_out | 32 |
| mapping_Cmp.CMP_Flag | 1 |
[layout make-up]
type	count	area (um2)	area share, %
multi-input cells	4033	34200	59.5
repair buffers	2200	18300	31.9
flip-flops and latches	70	1760	3.05
inverters	353	1470	2.55
well taps	1144	1430	2.49
clock buffers	12	267	0.463
clock inverters	4	53.8	0.0935
diodes	4	10.0	0.0174
[metal layers]
layer | wire length, um | vias up | share of wire [%] | global-route usage, %
met5 | 303 | - | 0.21 | 0.920
met4 | 5690 | 14 | 3.9 | 9.14
li1 | - | 20700 | - | -
met3 | 11200 | 307 | 7.8 | 6.17
met1 | 64100 | 20000 | 44 | 44.9
met2 | 62800 | 1417 | 44 | 49.7
[per-stage QoR]
step,util [%],cells,setup TNS (ns)
after detailed placement,59.3,7391,-1029.82
after global routing,67.0,7816,-1026.31
after floorplan,-,4620,-971.70
after CTS,63.4,7635,-969.63
final,67.0,7820,-971.27
after global placement,59.3,7391,-1016.59
[cell families (layout without fill, tap and decap cells)]
group           Yosys count  count (layout)  synth area share, %
compound gates         1265            1265                 25.1
flops                    70              70                 5.02
fa+ha+maj               743             743                 30.8
simple gates           1605            1606                 21.6
other cells               1              21               0.0107
buf+inv                 518            2569                 5.84
xor+xnor                271             271                 6.82
mux                     131             131                 4.79
[repair_timing]
action,4_1_cts,5_1_grt
hold endpoints to repair,70,0
hold buffers,1,0
gates resized,416,476
gates cloned,4,9
pin swaps,167,238
setup endpoints to repair,137,199
setup buffers,223,186
